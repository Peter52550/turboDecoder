==> ./design.v <==
module over(a, b, result);
	parameter WIDTH = 12;
	parameter MSB   = WIDTH-1;
	parameter neg 	= {1'b1, {(WIDTH-1){1'b0}}};
	parameter pos 	= {1'b0, {(WIDTH-1){1'b1}}};
	input signed [WIDTH-1:0] a, b;
	output reg signed [WIDTH-1:0] result;
	reg signed [WIDTH-1:0] temp;
	reg overflow, underflow;
	reg extra;
	always @* begin
		{extra, temp} = {a[MSB], a} + {b[MSB], b};
		overflow  = ({extra, temp[MSB]} == 2'b01) ? 1'b1 : 1'b0;
		underflow = ({extra, temp[MSB]} == 2'b10) ? 1'b1 : 1'b0;
		result = 	(overflow) 	? pos : 
					(underflow)	? neg : temp;
	end
endmodule
module Siso(
						 clk_i,
						 reset_n_i,
						 read_en_i,
						 sys_i,
						 enc_i,
						 ext_i,
						 data_o,
						 finish
	);
	parameter data_size  	= 12;                             
	parameter input_size 	= 5;                                 
	parameter extend_size	= 7;                                 
	parameter block_size 	= 21;                                
	parameter neg_inf    	= {1'b1, {(data_size-1){1'b0}}};     
	parameter LLR_size	 	= extend_size*data_size;
	parameter READ_DATA  	= 3'b000;
	parameter BRANCH     	= 3'b001;
	parameter FORWARD    	= 3'b010;
	parameter BACKWARD   	= 3'b011;
	parameter LLR_COMPUTE	= 3'b100;
	input                       clk_i;
	input                       reset_n_i;
	input                       read_en_i;
	input  signed  [28-1:0]     sys_i;
	input  signed  [28-1:0]     enc_i;
	input  signed  [LLR_size-1:0]     ext_i;
	output signed  [LLR_size-1:0]     data_o;
	output                      finish;
	reg					[2:0]						state, state_nxt;
	reg                         done, done_nxt;
	assign finish = done;
	reg signed  [3:0]	        sys                 	[0:extend_size-1];
	reg signed  [3:0]	        enc                 	[0:extend_size-1];
	reg signed  [data_size-1:0]	ext                 	[0:extend_size-1];
	reg signed	[3:0]	        sys_neg               	[0:extend_size-1];
	reg signed	[3:0]	        enc_neg              	[0:extend_size-1];
	reg signed	[data_size-1:0]	ext_neg                 [0:extend_size-1];
	reg signed	[data_size-1:0]	sys_enc                 [0:extend_size-1] [0:3];
	reg signed	[data_size-1:0]	branch_metrics 			[0:extend_size-1] [0:3] [0:3];   
	reg signed	[data_size-1:0]	forward_metrics 		[0:extend_size  ] [0:3];
	reg signed	[data_size-1:0]	backward_metrics 		[0:extend_size  ] [0:3];
	reg signed	[data_size-1:0]	LLR             		[0:extend_size-1];
	wire signed	[data_size-1:0]	branch_sum				[0:extend_size-1] [0:3];
	wire signed	[data_size-1:0]	forward_sum				[0:extend_size-1] [0:7];
	wire signed	[data_size-1:0]	backward_sum			[0:extend_size-1] [0:7];
	wire signed	[data_size-1:0]	LLR_sum					[0:extend_size-1] [0:7];
	reg signed  [data_size-1:0] negative            [0:extend_size-1][0:3];    
	reg signed  [data_size-1:0] positive            [0:extend_size-1][0:3];  
	reg signed  [data_size-1:0] max_negative		[0:extend_size-1];
	reg signed  [data_size-1:0] max_negative_neg	[0:extend_size-1];
	reg signed  [data_size-1:0] max_positive		[0:extend_size-1];
	reg signed  [data_size-1:0] temp_positive_1		[0:extend_size-1];
	reg signed  [data_size-1:0] temp_positive_2		[0:extend_size-1];
	reg signed  [data_size-1:0] temp_negative_1		[0:extend_size-1];
	reg signed  [data_size-1:0] temp_negative_2		[0:extend_size-1];
	wire signed [data_size-1:0] LLR_result			[0:extend_size-1];
	integer k, n; 
	assign data_o = {LLR[0], LLR[1], LLR[2], LLR[3], LLR[4], LLR[5], LLR[6]};
	always@(*) begin
		for(n=0;n<extend_size;n=n+1) begin
			sys_neg[n] = ~sys[n] + 1;
			enc_neg[n] = ~enc[n] + 1;
			ext_neg[n] = ~ext[n] + 1;
			max_negative_neg[n] = ~max_negative[n] + 1;
			sys_enc[n][0] = sys[n] + enc[n];
			sys_enc[n][1] = sys[n] - enc[n];
			sys_enc[n][2] = -sys[n] + enc[n];
			sys_enc[n][3] = -sys[n] - enc[n];
		end
	end
	genvar j, l, m;
	generate
		for(l=1;l<=extend_size;l=l+1) begin
			over f0(.a(forward_metrics[l-1][0]), .b(branch_metrics[l-1][0][0]), .result(forward_sum[l-1][0]) );
			over f1(.a(forward_metrics[l-1][1]), .b(branch_metrics[l-1][1][0]), .result(forward_sum[l-1][1]) );
			over f2(.a(forward_metrics[l-1][2]), .b(branch_metrics[l-1][2][1]), .result(forward_sum[l-1][2]) );
			over f3(.a(forward_metrics[l-1][3]), .b(branch_metrics[l-1][3][1]), .result(forward_sum[l-1][3]) );
			over f4(.a(forward_metrics[l-1][0]), .b(branch_metrics[l-1][0][2]), .result(forward_sum[l-1][4]) );
			over f5(.a(forward_metrics[l-1][1]), .b(branch_metrics[l-1][1][2]), .result(forward_sum[l-1][5]) );
			over f6(.a(forward_metrics[l-1][2]), .b(branch_metrics[l-1][2][3]), .result(forward_sum[l-1][6]) );
			over f7(.a(forward_metrics[l-1][3]), .b(branch_metrics[l-1][3][3]), .result(forward_sum[l-1][7]) );
			over b0(.a(backward_metrics[l-1][0]), .b(branch_metrics[extend_size-l][0][0]), .result(backward_sum[l-1][0]) );
			over b1(.a(backward_metrics[l-1][2]), .b(branch_metrics[extend_size-l][0][2]), .result(backward_sum[l-1][1]) );
			over b2(.a(backward_metrics[l-1][0]), .b(branch_metrics[extend_size-l][1][0]), .result(backward_sum[l-1][2]) );
			over b3(.a(backward_metrics[l-1][2]), .b(branch_metrics[extend_size-l][1][2]), .result(backward_sum[l-1][3]) );
			over b4(.a(backward_metrics[l-1][1]), .b(branch_metrics[extend_size-l][2][1]), .result(backward_sum[l-1][4]) );
			over b5(.a(backward_metrics[l-1][3]), .b(branch_metrics[extend_size-l][2][3]), .result(backward_sum[l-1][5]) );
			over b6(.a(backward_metrics[l-1][1]), .b(branch_metrics[extend_size-l][3][1]), .result(backward_sum[l-1][6]) );
			over b7(.a(backward_metrics[l-1][3]), .b(branch_metrics[extend_size-l][3][3]), .result(backward_sum[l-1][7]) );
		end
		for(m=0;m<extend_size;m=m+1) begin
			over LLR0(.a(forward_sum[m][0]), .b(backward_metrics[extend_size-m-1][0]), .result(LLR_sum[m][0]) );
			over LLR1(.a(forward_sum[m][5]), .b(backward_metrics[extend_size-m-1][2]), .result(LLR_sum[m][1]) );
			over LLR2(.a(forward_sum[m][2]), .b(backward_metrics[extend_size-m-1][1]), .result(LLR_sum[m][2]) );
			over LLR3(.a(forward_sum[m][7]), .b(backward_metrics[extend_size-m-1][3]), .result(LLR_sum[m][3]) );
			over LLR4(.a(forward_sum[m][4]), .b(backward_metrics[extend_size-m-1][2]), .result(LLR_sum[m][4]) );
			over LLR5(.a(forward_sum[m][1]), .b(backward_metrics[extend_size-m-1][0]), .result(LLR_sum[m][5]) );
			over LLR6(.a(forward_sum[m][6]), .b(backward_metrics[extend_size-m-1][3]), .result(LLR_sum[m][6]) );
			over LLR7(.a(forward_sum[m][3]), .b(backward_metrics[extend_size-m-1][1]), .result(LLR_sum[m][7]) );
			over LLRk(.a(max_positive[m]), .b(max_negative_neg[m]), .result(LLR_result[m]) );
			over Branch0(.a(sys_enc[m][3]), .b(ext_neg[m]), .result(branch_sum[m][0]) );
			over Branch1(.a(sys_enc[m][0]), .b(ext[m]), 	.result(branch_sum[m][1]) );
			over Branch2(.a(sys_enc[m][1]), .b(ext[m]), 	.result(branch_sum[m][2]) );
			over Branch3(.a(sys_enc[m][2]), .b(ext_neg[m]), .result(branch_sum[m][3]) );
		end
	endgenerate
	always @(*) begin
		done_nxt = 0;
		case(state)
			READ_DATA: begin
					if(read_en_i == 1) begin
						sys[6] = sys_i[3:0];
						sys[5] = sys_i[7:4];
						sys[4] = sys_i[11:8];
						sys[3] = sys_i[15:12];
						sys[2] = sys_i[19:16];
						sys[1] = sys_i[23:20];
						sys[0] = sys_i[27:24];
						enc[6] = enc_i[3:0];
						enc[5] = enc_i[7:4];
						enc[4] = enc_i[11:8];
						enc[3] = enc_i[15:12];
						enc[2] = enc_i[19:16];
						enc[1] = enc_i[23:20];
						enc[0] = enc_i[27:24];
						ext[6] = ext_i[LLR_size-1 - 6*data_size -: data_size];
						ext[5] = ext_i[LLR_size-1 - 5*data_size -: data_size];
						ext[4] = ext_i[LLR_size-1 - 4*data_size -: data_size];
						ext[3] = ext_i[LLR_size-1 - 3*data_size -: data_size];
						ext[2] = ext_i[LLR_size-1 - 2*data_size -: data_size];
						ext[1] = ext_i[LLR_size-1 - data_size -: data_size];
						ext[0] = ext_i[LLR_size-1 -: data_size];
						state_nxt = BRANCH;
					end
					else begin
						state_nxt = READ_DATA;
					end
			end
			BRANCH: begin
				for(k=0;k<extend_size;k=k+1) begin
					branch_metrics[k][0][0] = branch_sum[k][0];  
					branch_metrics[k][0][2] = branch_sum[k][1];  
					branch_metrics[k][1][0] = branch_sum[k][2];  
					branch_metrics[k][1][2] = branch_sum[k][3];  
					branch_metrics[k][2][1] = branch_sum[k][0];  
					branch_metrics[k][2][3] = branch_sum[k][1];  
					branch_metrics[k][3][1] = branch_sum[k][2];  
					branch_metrics[k][3][3] = branch_sum[k][3];  
				end
				state_nxt = FORWARD;
			end
			FORWARD: begin
				forward_metrics[0][0] = 0;
				forward_metrics[0][1] = neg_inf;
				forward_metrics[0][2] = neg_inf;
				forward_metrics[0][3] = neg_inf;
				for(k=1;k<=extend_size;k=k+1) begin
					forward_metrics[k][0] = (forward_sum[k-1][0] > forward_sum[k-1][1]) ? forward_sum[k-1][0] : forward_sum[k-1][1];
					forward_metrics[k][1] = (forward_sum[k-1][2] > forward_sum[k-1][3]) ? forward_sum[k-1][2] : forward_sum[k-1][3];
					forward_metrics[k][2] = (forward_sum[k-1][4] > forward_sum[k-1][5]) ? forward_sum[k-1][4] : forward_sum[k-1][5];
					forward_metrics[k][3] = (forward_sum[k-1][6] > forward_sum[k-1][7]) ? forward_sum[k-1][6] : forward_sum[k-1][7];
				end
				state_nxt = BACKWARD;
			end
			BACKWARD: begin
				backward_metrics[0][0] = 0;             
				backward_metrics[0][1] = neg_inf;       
				backward_metrics[0][2] = neg_inf;       
				backward_metrics[0][3] = neg_inf;       
				for(k=1;k<=extend_size;k=k+1) begin     
					backward_metrics[k][0] = (backward_sum[k-1][0] > backward_sum[k-1][1]) ? backward_sum[k-1][0] : backward_sum[k-1][1];
					backward_metrics[k][1] = (backward_sum[k-1][2] > backward_sum[k-1][3]) ? backward_sum[k-1][2] : backward_sum[k-1][3];
					backward_metrics[k][2] = (backward_sum[k-1][4] > backward_sum[k-1][5]) ? backward_sum[k-1][4] : backward_sum[k-1][5];
					backward_metrics[k][3] = (backward_sum[k-1][6] > backward_sum[k-1][7]) ? backward_sum[k-1][6] : backward_sum[k-1][7];
				end
				state_nxt = LLR_COMPUTE;
			end
			LLR_COMPUTE: begin
				for(k=0;k<extend_size;k=k+1) begin
					negative[k][0] = LLR_sum[k][0];
					negative[k][1] = LLR_sum[k][1];
					negative[k][2] = LLR_sum[k][2];
					negative[k][3] = LLR_sum[k][3];
					positive[k][0] = LLR_sum[k][4];
					positive[k][1] = LLR_sum[k][5];
					positive[k][2] = LLR_sum[k][6];
					positive[k][3] = LLR_sum[k][7];
					temp_positive_1[k] = (positive[k][0]>positive[k][1]) ? positive[k][0] : positive[k][1];
					temp_positive_2[k] = (positive[k][2]>positive[k][3]) ? positive[k][2] : positive[k][3];
					max_positive[k] = (temp_positive_1[k]>temp_positive_2[k]) ? temp_positive_1[k] : temp_positive_2[k];
					temp_negative_1[k] = (negative[k][0]>negative[k][1]) ? negative[k][0] : negative[k][1];
					temp_negative_2[k] = (negative[k][2]>negative[k][3]) ? negative[k][2] : negative[k][3];
					max_negative[k] = (temp_negative_1[k]>temp_negative_2[k]) ? temp_negative_1[k] : temp_negative_2[k];
					LLR[k] = LLR_result[k];
				end
				state_nxt = READ_DATA;
				done_nxt  = 1;
			end
		endcase
	end
		always@(posedge clk_i or negedge reset_n_i)
		begin
				if (reset_n_i == 1'b0)
						begin  
							state <= READ_DATA;
							done  <= 0;
						end
				else
						begin 
							state <= state_nxt;
							done  <= done_nxt;
						end
		end
endmodule
==> ./run.sh <==
#!/bin/bash
# OpenROAD 26Q1-2900-gdf79404cd8, Yosys 0.63+post, stock flow scripts
make -C /OpenROAD-flow-scripts/flow DESIGN_CONFIG=/design/flow/config.mk WORK_HOME=/design/flow/orfs finish
==> ./config.mk <==
export PLATFORM = sky130hd
export DESIGN_NAME = Siso
export DESIGN_NICKNAME = Siso
export VERILOG_FILES = /design/flow/design.v
export SDC_FILE = /design/flow/constraint.sdc
export NUM_CORES = 4
export LEC_CHECK = 1
export CORE_UTILIZATION = 30
==> ./constraint.sdc <==
current_design Siso

set clk_period 11.2
set clk_io_pct 0.2

create_clock -name clk0 -period $clk_period [get_ports {clk_i}]

set non_clock_inputs [all_inputs -no_clocks]
set_input_delay [expr $clk_period * $clk_io_pct] -clock clk0 $non_clock_inputs
set_output_delay [expr $clk_period * $clk_io_pct] -clock clk0 [all_outputs]
==> run notes <==
Figures from the flow reports.

Logic synthesis:
- The run gives the number of warnings printed during yosys synthesis as 42.
- The run puts the async set or reset register ratio after synthesis at 0.3060%.
- Yosys reported a register bit count of 1307.
- The run gives the portion of synthesized cell area occupied by the leading cell type as between 20% and 30%.
- The run gives the synthesized area per cell as between 7 and 8 um2.
- For reference, the top logic cell family by area is adder cells.
- The run gives the post-synth tally of flip-flops with integrated enable as 0.
- After Yosys synthesis, full adders, half adders and majority gates account for about 28% of the synthesized area.
- The run gives the most repeated cell in the gate-level netlist after synthesis as sky130_fd_sc_hd__ha_1.
- The run gives the basic-gate share of the synthesized area counting and, or, nand and nor cells as roughly 18%.
- The run gives the number of distinct library cells after synthesis as between 100 and 150.
- The run gives the total cell area reported by yosys after synthesis as roughly 170000 um2.
- The synthesized netlist devotes 25.89% of its cell area to compound gates.
- The run gives the xor and xnor area share after synthesis as between 8 and 9%.
- The run gives the summed instance area of the synthesized netlist as approximately 170000 um2.
- The run gives the cell total in the yosys stat output as approximately 23000.
- Post-synth the commonest register cell is sky130_fd_sc_hd__dlxtp_1.
- Counting instances in the post-synthesis netlist gives the leading cell types as sky130_fd_sc_hd__ha_1, sky130_fd_sc_hd__a21oi_1, sky130_fd_sc_hd__nor2_1, sky130_fd_sc_hd__inv_1, sky130_fd_sc_hd__o21ai_0.
- The run gives the post-synthesis cell count as between 20000 and 25000.
- The main area contributors are sky130_fd_sc_hd__ha_1, sky130_fd_sc_hd__dlxtp_1, sky130_fd_sc_hd__a21oi_1, sky130_fd_sc_hd__xnor2_1, sky130_fd_sc_hd__o21ai_0.
- Of all cell types, the one taking the most synthesized area is sky130_fd_sc_hd__ha_1.
- The run gives the multiplexer area fraction after synthesis as 3.935%.

Final timing:
- about 1400 endpoints have no timing constraint.
- Setup repair after global routing left no endpoint under its margin.
- The transition time recorded at the tightest slew-check pin is roughly 1.1 ns.
- The run puts the slack of the critical path at between 7 and 8 ns.
- The run puts the headroom to the max-slew limit at between 20% and 30%.
- The run gives the clock skew as approximately 0.0025 ns.
- The run gives the final number of setup-violating endpoints as 0.
- The run gives the part of the cycle the worst path needs as between 20% and 30%.
- Across all hold checks on the routed design, the worst slack comes to ~0.8 ns.
- The run puts the clock period minus worst slack at approximately 3.2 ns.
- After routing, the total negative slack on setup checks comes to 0 ns.
- The timer found 1303 register pins that no clock reaches; their paths are not timed.
- The run puts the number of max-slew violations in the final report at 0.
- The run puts the final hold violation count at 0.
- Per the timing report, the achievable frequency comes out to around 310 MHz.

Clock network:
- The run gives the deepest clock path buffer count as 2.
- The run gives the CTS tree as yes.
- The run gives the H-tree depth as 1.
- The run gives the number of buffers added for setup after CTS as 0.
- The run puts the clock input transition at the sequential cells of the worst setup and hold paths at 0.03 ns.
- Hold repair after CTS inserted 0 buffers.
- Clock latency on the worst-skew pair, taken at its later pin, is between 0.2 and 0.25 ns.
- Per the CTS log, the root buffer master is sky130_fd_sc_hd__clkbuf_16.
- The report lists the number of cells resized after CTS as 0.
- The run puts the number of buffers created by CTS at 3.

Global route:
- The run gives the pin count of the biggest net entering global routing as roughly 150.
- The number of antenna violations at the first check in global routing was around 50.
- The via count of the first global-routing pass was 153153.
- The run gives the aggregate global routing overflow as 0.
- The first global-routing pass estimated roughly 1000000 um of wire.
- Overall routing resource usage recorded by global route was 23.48%.

Critical path:
- The run puts the worst path required time at roughly 9 ns.
- The run puts the largest stage delay on the critical path at between 0.4 and 0.5 ns.
- On the critical path, the stage with the largest delay is an instance of sky130_fd_sc_hd__clkdlybuf4s50_1.
- The run gives the critical path endpoint category as an output pin.
- The run gives the largest driver fanout on the critical path as 1.
- The run gives the type of the setup path with the least slack as flip-flop to output pin.
- The run gives the setup slack of the worst register-to-register path as slightly above 10 ns.
- The run gives the logic depth of the worst register-to-register path as 2.
- Grouping stages by cell kind, the critical path spends the most delay in buffers and inverters.
- In this run the critical register-to-register path is launched from state[1].
- The capture point of the worst register-to-register path is recorded as done.
- For reference, the critical path cell chain is clkdlybuf4s50_1.
- The run puts the number of buffers and inverters on the critical path at 1.
- The worst setup path is launched from a flip-flop.
- The run gives the critical path arrival as roughly 1 ns.

Cells and area:
- The run puts the layout cell share with drive strength beyond 1 at under 10%.
- In this run the layout overhead on the synthesized area is reported as 7.002%.
- The run gives the area taken by multi-input logic gates as between 100000 and 150000 um2.
- The run gives the filler cell count as just over 60000.
- Summing all flip-flop and latch instances after layout gives 19660 um2.
- Once layout is done, the placed cells without fillers occupy between 150000 and 200000 um2.

Die:
- The die is ~770 um tall.
- The run puts the total die size at 586000 um2.
- The run gives the I/O pin count as ~230.
- Once the floorplan was initialized, standard cells occupied a little under a third of the core.
- According to the floorplan log, the row count is 280.
- The core region is between 500000 and 600000 um2.
- The run gives the die width as 765.5 um.

Route:
- The run gives the per-cell via count in the routed design as ~5.4.
- Signal nets in the final route climb as high as met5.
- Per the post-route antenna check, the number of violating nets is 0.
- The run gives the length of routed met2 wiring as 287400 um.
- The script logs the mean routed wire length per placed instance as 22.57 um.
- Per the detail_route log, met3 wirelength is between 50000 and 60000 um.
- The run puts the number of optimization iterations in the first detailed-route pass at 24.
- In the post-route report, total wirelength is listed as 698500 um.
- The final route contains roughly 170k vias.
- In this run, the number of DRC markers left after iteration 0 of detailed routing was 13368.
- The run puts the DRC violation count after routing at 0.
- The run gives the detailed-route wire length on metal 1 as between 300000 and 400000 um.

Min path:
- The tightest min-delay check is of the flip-flop to flip-flop type.
- In the hold timing report, the worst path depth is 1.
- The run gives the sink of the worst hold path as done.
- STA lists the startpoint of the worst hold path as state[2].

Placed design:
- The run gives the weighted congestion reported at the end of routability-driven placement as 1.061.
- The run gives the half-perimeter wire length after detailed placement as roughly 600000 um.
- Logged for this run, the post-placement worst setup slack is between 8 and 9 ns.
- Port buffering added 227 buffers.
- The run gives the placement-stage cell area as about 190000 um2.

Run:
- The run gives the OpenROAD warning count as about 240.
- The run puts the number of max-capacitance violations reported at 0.

Outcome:
- The flow ran to the end, and the final reports show no timing, DRC or antenna violations.
[how the worst max path moves through the flow]
stage | start | endpoint | slack [ns] | depth (start not counted)
6_report | done | finish | 7.96 | 1
5_1_grt | done | finish | 7.95 | 1
4_1_cts | done | finish | 7.96 | 1
[sequential cells by signal, summed over array words and instances, names as in the netlist]
name and cells:
ext 84, max_positive 84, LLR 84, forward_metrics 286, state_nxt 3, sys 28, enc 28, max_negative 84
state 3, done 1, backward_metrics 286, branch_metrics 336
[cells by family (layout without fill, tap and decap cells)]
family	after synthesis	after routing
compound gates	7130	7130
xor+xnor	1680	1680
fa+ha+maj	3726	3726
buf+inv	2269	2302
flops	4	4
latches	1303	1303
mux	660	660
other cells	0	47
simple gates	6335	6335
[routing by layer]
| layer | GRT usage (%) | up-vias |
|---|---|---|
| li1 | - | 83815 |
| met1 | 34.72 | 78018 |
| met2 | 34.35 | 4943 |
| met3 | 4.902 | 773 |
| met4 | 7.207 | 18 |
| met5 | 0.5521 | - |
[final cells by class]
| cell class | instances | share of cell area (%) |
|---|---|---|
| diodes | 47 | 0.06285 |
| multi-input cells | 19531 | 78.38 |
| well taps | 7755 | 5.185 |
| inverters | 1852 | 3.715 |
| clock buffers | 3 | 0.04012 |
| repair buffers | 447 | 2.104 |
| flip-flops and latches | 1307 | 10.51 |
[stage by stage]
| step | utilization (%) | std cells |
|---|---|---|
| final | 32.22 | 30942 |
| after global routing | 32.20 | 30898 |
| after CTS | 32.20 | 30895 |
| after detailed placement | 32.18 | 30892 |
| after global placement | 32.18 | 30892 |
| after floorplan | - | 23107 |
[cell usage in the layout (no fill, tap or decap), types with 175 or more instances in the layout]
cell / Yosys / layout
sky130_fd_sc_hd__a211oi_1: 281 / 281
sky130_fd_sc_hd__a21o_1: 765 / 765
sky130_fd_sc_hd__a21oi_1: 2086 / 2086
sky130_fd_sc_hd__a31oi_1: 195 / 194
sky130_fd_sc_hd__and3_1: 175 / 175
sky130_fd_sc_hd__buf_4: 2 / 219
sky130_fd_sc_hd__clkdlybuf4s50_1: 0 / 227
sky130_fd_sc_hd__dlxtp_1: 1160 / 1160
sky130_fd_sc_hd__fa_1: 346 / 346
sky130_fd_sc_hd__ha_1: 3300 / 3300
sky130_fd_sc_hd__inv_1: 1841 / 1841
sky130_fd_sc_hd__mux2_2: 220 / 220
sky130_fd_sc_hd__mux2i_1: 440 / 440
sky130_fd_sc_hd__nand2_1: 1222 / 1222
sky130_fd_sc_hd__nand2b_1: 404 / 404
sky130_fd_sc_hd__nand3_1: 546 / 546
sky130_fd_sc_hd__nand4_1: 233 / 233
sky130_fd_sc_hd__nor2_1: 1993 / 1993
sky130_fd_sc_hd__nor2b_1: 413 / 413
sky130_fd_sc_hd__nor3_1: 507 / 507
sky130_fd_sc_hd__o21a_1: 457 / 457
sky130_fd_sc_hd__o21ai_0: 1621 / 1614
sky130_fd_sc_hd__o21bai_1: 234 / 234
sky130_fd_sc_hd__o22ai_1: 178 / 178
sky130_fd_sc_hd__xnor2_1: 1174 / 1174
sky130_fd_sc_hd__xor2_1: 505 / 505
